[flow/design.v]
module alu (
    input wire [7:0] operand1, operand2,
    input wire [3:0] alu_op,
    output reg [7:0] alu_result,
    output reg zero_flag, overflow_flag
);
always @(*) begin
    case (alu_op)
        4'b0000,4'b0001: begin  
            alu_result = operand1 + operand2;
            overflow_flag = (operand1[7] & operand2[7] & ~alu_result[7]) | 
            (~operand1[7] & ~operand2[7] & alu_result[7]);
        end
        4'b0010,4'b0011: begin  
            alu_result = operand1 - operand2;
            overflow_flag = (operand1[7] & ~operand2[7] & ~alu_result[7]) | 
            (~operand1[7] & operand2[7] & alu_result[7]);
        end
        4'b0100,4'b0101: begin  
            alu_result = operand1 & operand2;
            overflow_flag = 1'b0;
        end
        4'b0110,4'b0111: begin  
            alu_result = operand1 | operand2;
            overflow_flag = 1'b0;
        end
        4'b1000,4'b1001: begin  
            alu_result = operand1 ^ operand2;
            overflow_flag = 1'b0;
        end
        default: begin  
            alu_result = 8'd0;
            overflow_flag = 1'b0;
        end
    endcase
    zero_flag = (alu_result == 8'd0)? 1'b1:1'b0;
end
endmodule
[flow/run.sh]
#!/bin/bash
# OpenROAD 26Q1-2900-gdf79404cd8, Yosys 0.63+post, stock flow scripts
make -C /OpenROAD-flow-scripts/flow DESIGN_CONFIG=/design/flow/config.mk WORK_HOME=/design/flow/orfs finish
[flow/config.mk]
export PLATFORM = sky130hd
export DESIGN_NAME = alu
export DESIGN_NICKNAME = alu
export VERILOG_FILES = /design/flow/design.v
export SDC_FILE = /design/flow/constraint.sdc
export NUM_CORES = 4
export LEC_CHECK = 1
export CORE_AREA = 10 10 83 83
export DIE_AREA = 0 0 93 93
[flow/constraint.sdc]
current_design alu

set clk_period 5.4
set clk_io_pct 0.2

create_clock -name clk0 -period $clk_period

set non_clock_inputs [all_inputs -no_clocks]
set_input_delay [expr $clk_period * $clk_io_pct] -clock clk0 $non_clock_inputs
set_output_delay [expr $clk_period * $clk_io_pct] -clock clk0 [all_outputs]
==> qor.txt <==
WL per Instance: 12.7 µm
Worst slew slack as a fraction of its limit: 64.8%
Tally of OpenROAD warnings: 50
Antenna violations before repair: 0
Slowest cell on the critical path: sky130_fd_sc_hd__clkdlybuf4s50_1
Sequence of cells on the critical path: clkdlybuf4s50_1 -> inv_1 -> ha_1 -> o21bai_1 -> a21oi_1 -> a311oi_1 -> o21ai_0 -> a31o_2 -> nor4_2 -> clkdlybuf4s50_1
Gate count after technology mapping: 184
GR Overflow Total: 0
Uppermost layer routed: met4
Detailed router's first-iteration violation count: 97
Top cell types by occurrence after synthesis: sky130_fd_sc_hd__ha_1 (25), sky130_fd_sc_hd__inv_1 (25), sky130_fd_sc_hd__nor2_1 (12), sky130_fd_sc_hd__nand2_1 (11), sky130_fd_sc_hd__a21oi_1 (10)
Routed Antenna Nets: 0
Max-slew violations: 0
Mean post-synth cell area: 7.36 µm²
Most numerous cell on the critical path: sky130_fd_sc_hd__clkdlybuf4s50_1
Synthesized chip area reported by yosys: 1360 µm²
Final core utilization: 33.3%
Hold Crit Depth: 4
Sequential share of the synthesized area: 0%
Total of fill cells in the finished design: 591
Time the final worst path needs with I/O delays and setup: 5.14 ns
Result of the run: completed
Tightest Hold Check Type: primary input to primary output
Number of buffers added on ports: 29
Chip footprint: 8650 µm²
Number of clock buffers in the layout: 0
Hold buffer count at cts: 0
Peak supply drop: 0.0340 mV
DRC: 0
Element type at the critical path start: primary input
Top cell type's share of synthesized area: 23.1%
Largest net degree at the start of global routing: 15
Die height: 93 µm
Gp weighted congestion: 0.895
Endpoint arrival time on the critical path: 4.06 ns
Overall Global Routing Usage: 8.26%
Layout area overhead: 26.3%
Instance area at placement: 1710 µm²
Final number of setup-violating endpoints: 0
Flip-flops: 0
Critical path endpoint category: primary output
RSZ-0062 raised after global routing: no
Core utilization before placement: 26.4%
Length of routed met2 wiring: 1560 µm
Post-CTS setup buffer count: 0
HPWL reported at the end of detailed placement: 3020 µm
Cell area after synthesis: 1360 µm²
Leading cell types by total area after synthesis: sky130_fd_sc_hd__ha_1 (23%), sky130_fd_sc_hd__inv_1 (6.9%), sky130_fd_sc_hd__a21oi_1 (3.7%)
Number of different library cells in the post-synthesis netlist: 58
Peak Freq: 195 MHz
Global-route wire length before repair: 6260 µm
Top-level I/O count: 30
Maximum fanout count along the critical path: 4
Total wire length after detailed routing: 3590 µm
Type of the worst setup path: primary input to primary output
Final antenna diode count: 0
Total Neg Setup Slack: 0 ns
Core Region: 5140 µm²
Fraction of final layout cells with drive strength greater than 1: 8.96%
Post-route cell area: 1710 µm²
Met3 wire length: 237 µm
Number of warnings issued by yosys: 1
First-pass iteration count of the detailed router: 4
Via count normalized by instance count: 5.05
Number of vias after detailed routing: 1423
Worst Max-Slew Pin Slew: 0.525 ns
Num rows: 26
Number of global-route vias before repair: 1354
MaxCap Viol Count: 0
Delay of the slowest cell on the worst path: 0.51 ns
Final Power: 0.000152 W
Total power divided by cell area: 88.7 nW/µm²
Floorplan die width: 93 µm
Routed metal-1 wire length: 1780 µm
Sequential standard cell area: 0 µm²
Final clock period utilization by the worst path: 95.2%
Static leakage: 0.767 nW
Resize count post-CTS: 0
Data required time at the worst endpoint: 4.32 ns
Total cells reported by yosys after synthesis: 184
Endpoints failing hold: 0
Cell type with the largest total area: sky130_fd_sc_hd__ha_1
worst paths after layout:
| kind | from | endpoint | slack [ns] |
|---|---|---|---|
| hold / removal | operand1[7] | overflow_flag | 3.45 |
| setup / recovery | operand1[1] | zero_flag | 0.26 |
cell families (layout without fill, tap and decap cells):
kind of cell               Yosys count  count (layout)  synth area share, %
muxes                                2               2                 1.48
and+or+nand+nor                     56              56                 23.3
adders and majority gates           27              27                 26.0
buffers and inverters               34              62                 12.9
AOI/OAI and AO/OA                   63              63                 35.0
xor gates and xnor gates             2               2                 1.29
per-layer routing:
| metal | GRT usage, % | vias to the layer above |
|---|---|---|
| met4 | 0.514 | 0 |
| met1 | 11.9 | 652 |
| met5 | 0 | - |
| li1 | - | 729 |
| met2 | 13.3 | 40 |
| met3 | 1.21 | 2 |
critical path: cells and delay by family:
| family | cells | cell delay (ns) |
|---|---|---|
| simple gates | 1 | 0.26 |
| fa+ha+maj | 1 | 0.34 |
| buf+inv | 3 | 1.05 |
| compound gates | 5 | 1.32 |
metrics by stage:
| step | hold slack, ns | setup slack, ns | instances |
|---|---|---|---|
| 2_1_floorplan | 2.36 | 1.56 | 184 |
| 3_3_place_gp | 3.45 | 0.245 | 282 |
| 3_5_place_dp | 3.47 | 0.281 | 282 |
| 4_1_cts | 3.47 | 0.265 | 282 |
| 5_1_grt | 3.50 | 0.0686 | 282 |
| 6_report | 3.45 | 0.261 | 282 |
power by group:
| group | leakage, nW | switching [W] | total, W | internal, W |
|---|---|---|---|---|
| clock network | 0 | 0 | 0 | 0 |
| registers | 0 | 0 | 0 | 0 |
| logic | 0.767 | 0.0000749 | 0.000152 | 0.0000770 |
| total | 0.767 | 0.0000749 | 0.000152 | 0.0000770 |
cells in the final DEF (no fill, tap or decap), types with 4 or more instances in the layout:
cell,Yosys,routed
sky130_fd_sc_hd__buf_4,0,8
sky130_fd_sc_hd__nor3_1,4,4
sky130_fd_sc_hd__clkdlybuf4s50_1,0,29
sky130_fd_sc_hd__nand2_1,11,11
sky130_fd_sc_hd__nor2b_1,6,6
sky130_fd_sc_hd__inv_1,25,25
sky130_fd_sc_hd__a21oi_1,10,10
sky130_fd_sc_hd__a22oi_1,4,4
sky130_fd_sc_hd__nor2_1,12,12
sky130_fd_sc_hd__o21ai_0,8,8
sky130_fd_sc_hd__o211ai_1,5,5
sky130_fd_sc_hd__ha_1,25,25
final cells by class:
type	instances	area [µm²]	share of cell area (%)
timing repair buffer	37	350	20.5
tap	70	87.6	5.12
inverter	25	93.8	5.48
multi-input combinational	150	1180	68.9
Power and IR drop assume default switching activity.
