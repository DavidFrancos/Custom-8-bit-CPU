==> ./design.v <==
module uartcommrx (
    input wire rx, clk,
    output reg [7:0] pcInput,
    output reg new_message
);
initial new_message = 0;
reg signed [7:0] baudCounter = 0;
initial pcInput = 0;
reg [7:0] message = 0;
reg idle = 1;
reg [3:0] sending = 0;
always @(posedge clk) begin
    if (new_message) 
        new_message <= 0;         
    if (rx == 0 && idle) begin
        idle <= 0;
        baudCounter <= -52;
    end
    if (!idle) begin
        baudCounter <= baudCounter + 1;
        if (baudCounter == 104) begin
            baudCounter <= 0;
            if (sending < 8) begin
                message <= {rx, message[7:1]};
                sending <= sending + 1;
            end
            else begin
                pcInput <= message;
                sending <= 0;
                idle <= 1;
                new_message <= 1;
            end
        end
    end
end    
endmodule
==> ./run.sh <==
#!/bin/bash
# OpenROAD 26Q1-2900-gdf79404cd8, Yosys 0.63+post, stock flow scripts
make -C /OpenROAD-flow-scripts/flow DESIGN_CONFIG=/design/flow/config.mk WORK_HOME=/design/flow/orfs finish
==> ./config.mk <==
export PLATFORM = sky130hd
export DESIGN_NAME = uartcommrx
export DESIGN_NICKNAME = uartcommrx
export VERILOG_FILES = /design/flow/design.v
export SDC_FILE = /design/flow/constraint.sdc
export NUM_CORES = 4
export LEC_CHECK = 1
export CORE_AREA = 10 10 103 103
export DIE_AREA = 0 0 113 113
==> ./constraint.sdc <==
current_design uartcommrx

set clk_period 4.1
set clk_io_pct 0.2

create_clock -name clk0 -period $clk_period [get_ports {clk}]

set non_clock_inputs [all_inputs -no_clocks]
set_input_delay [expr $clk_period * $clk_io_pct] -clock clk0 $non_clock_inputs
set_output_delay [expr $clk_period * $clk_io_pct] -clock clk0 [all_outputs]
==> impl_metrics.json <==
{
  "fp-row-count": 33,
  "endpoint": "message[2]",
  "fin_crit_ps": 2230,
  "tightestPinTransition_ps": 643,
  "slew_violations": 0,
  "finClkSkew_ps": 4.00,
  "tritoncts": "built",
  "yosysChipArea_sq_um": 1190,
  "die_h_um": 113,
  "p_total_w": 0.000613,
  "yosys_cells": 76,
  "grt_pass1_vias": 642,
  "chip_area_sq_um": 12800,
  "fin_setup_tns_ps": 0,
  "ir_drop_mv": 0.163,
  "cts.clk_slew.worst_paths_ps": 60,
  "drc": 0,
  "hold_violations": 0,
  "status": "finished clean",
  "path_depth": 5,
  "wl_per_cell_um": 9.17,
  "path_delay_family": "simple AND/OR/NAND/NOR gates",
  "setup_viol": 0,
  "fin_ws_ps": 1870,
  "total_leakage_power_nw": 0.484,
  "root_buffer": "clkbuf_8",
  "max-cap-violations": 0,
  "setup.worst_path.class": "reg2reg",
  "hpwl_um": 1270,
  "rr_endpoint": "message[2]",
  "cts_buffer_depth": 2,
  "synth_area_sq_um": 1190,
  "io_buffers": 10,
  "top_logic_kind": "simple AND/OR/NAND/NOR gates",
  "areaGrowthSynthToFinish_pct": 28.0,
  "simple_gate_area_frac": 0.135,
  "ys_sh_aoi": 0.0472,
  "slowest_stage": "nor2b_1",
  "crit_path_start_kind": "flip-flop",
  "max_clock_freq_ghz": 0.448,
  "synthesis.yosys.warnings": 1,
  "path_cells": "inv_1 > ha_1 > nand4b_1 > nor4_4 > nor2b_1",
  "wl_um": 1820,
  "cp_num_buf_inv": 1,
  "place_congestion": 0.778,
  "r2r_start": "baudCounter[0]",
  "p_per_area_nw_per_um2": 401,
  "overflow": 0,
  "finalClockPeriodUsage": 0.544,
  "xor_share": 0.0294,
  "grt_usage": 0.0297,
  "adder_share": 0.0314,
  "cts_resized": 0,
  "synth_cell_types": 26,
  "n_antenna_cell": 0,
  "antenna_found_initial": 0,
  "required_ps": 4010,
  "clock_sinks": 30,
  "dieWidth_um": 113,
  "first_iter_violations": 11,
  "max_slew_margin": 0.570,
  "clk_latency_ps": 280,
  "postLayoutCoreUtil": 0.184,
  "cts_buffers": 5,
  "warnings": 26,
  "boundaryPins": 11,
  "hold_buffers": 0,
  "yosysSeqAreaShare": 0.738,
  "dp_slack_ps": 1800,
  "fp_util": 0.144,
  "grt_max_degree": 11,
  "first_pass_iters": 2,
  "synth_area_per_cell_sq_um": 15.7,
  "vias": 635,
  "synthCells": 76,
  "muxShareOfSynthArea": 0,
  "hold_class": "reg2reg",
  "core_sq_um": 8300,
  "grt_setup_unrepaired": "false",
  "r2r_slack_ps": 1870,
  "grt_pass1_wl_um": 3150,
  "ant_nets": 0,
  "ys.flops": 30,
  "htreeDepth": 2,
  "cp_max_fo": 9,
  "holdWs_ps": 426,
  "post-cts-setup-buffer-count": 0,
  "cp.arrival_ps": 2140,
  "worst_r2r_path_depth": 5,
  "critPathMaxStageDelay_ps": 600,
  "avgViaCountPerCell": 3.21,
  "end_kind": "flip-flop",
  "drive_above_1_share": 0.0968,
  "crit_start": "baudCounter[0]"
}
[sequential cells by signal, summed over array words and instances (netlist names)]
signal / count
new_message: 1
baudCounter: 8
sending: 4
pcInput: 8
idle: 1
message: 8
[cell usage in the layout (no fill, tap or decap), drive strengths merged, types with 2 or more instances in the layout]
cell,netlist,final
inv,5,5
nor2,4,4
and2,2,2
clkbuf,1,6
clkdlybuf4s50,0,10
o21ai,4,4
ha,3,3
xnor2,2,2
nor2b,2,2
edfxtp,28,28
or3,3,3
xor2,2,2
dfxtp,2,2
nand3,4,4
nor3,2,2
nand2,2,2
[where the power goes]
part            total [W]  internal [W]  switching [W]
clock            0.000281      0.000179       0.000102
combinational  0.00000146   0.000000846    0.000000609
sequential       0.000330      0.000330              0
total            0.000613      0.000509       0.000103
[layer usage]
layer	routed length (um)	up-vias	global-route usage
li1	-	317	-
met1	909	297	0.0379
met2	676	16	0.0399
met3	208	5	0.0230
met4	22	0	0.00338
met5	0	-	0
[stage by stage]
stage	cell area, sq um	instances
6_report	1530	198
3_5_place_dp	1420	190
2_1_floorplan	1190	76
3_3_place_gp	1420	190
5_1_grt	1530	198
4_1_cts	1530	198
[worst min-delay path by stage]
stage / from / end / slack, ps / cells past startpoint
final: message[0] / pcInput[0] / 430 / 0
after global routing: message[0] / pcInput[0] / 440 / 0
after CTS: message[0] / pcInput[0] / 430 / 0
[synthesized netlist by cell type, drive strengths merged]
master	number	area, sq um
edfxtp	28	841
inv	5	18.8
nand3	4	25.0
nor2	4	15.0
o21ai	4	20.0
ha	3	37.5
or3	3	18.8
and2	2	12.5
dfxtp	2	40.0
nand2	2	7.51
nor2b	2	12.5
nor3	2	10.0
xnor2	2	17.5
xor2	2	17.5
a211oi	1	12.5
a22o	1	8.76
a31oi	1	6.26
and4b	1	10.0
clkbuf	1	3.75
nand2b	1	6.26
nand4	1	6.26
nand4b	1	8.76
nor3b	1	7.51
nor4	1	21.3
o221ai	1	8.76
[kinds of logic after synthesis]
family / Yosys count
XOR/XNOR: 4
AND/OR/NAND/NOR: 25
adder cells (fa/ha/maj): 3
flip-flops: 30
AND-OR/OR-AND: 8
buffers and inverters: 6
[area by class of cell]
cell class | instances | area [sq um]
clock inverters | 2 | 33.8
inverters | 5 | 18.8
flip-flops and latches | 30 | 881
well taps | 105 | 131
multi-input cells | 40 | 290
fillers | 880 | 6770
repair buffers | 10 | 100
clock buffers | 6 | 72.6
Power and IR drop assume default switching activity.
