File: flow/design.v
module instruction_decoder (
    input wire [15:0] instruction,
    output reg [3:0] opcode,
    output reg [2:0] rs1,rs2,rd,
    output reg [5:0] immediate,
    output reg [7:0] jmp_addr
);
    always @(*) begin
        opcode = instruction[15:12];
        if (instruction[15:12] == 4'b1100 || instruction[15:12] == 4'b1101 || instruction[15:12] == 4'b1110) begin
            rs1 = 3'b000;
            rs2 = 3'b000;
            rd = 3'b000;
            immediate = 6'b000000;
            jmp_addr = instruction[11:4];
        end
        else if (instruction[12] == 0 && instruction[15:12] <= 4'b1001) begin
            rs1 = instruction[11:9];
            rs2 = instruction[8:6];
            rd = instruction[5:3];
            immediate = 6'b000000;
            jmp_addr = 8'b00000000;
        end
        else begin
            rs1 = instruction[11:9];
            rs2 = 3'b000;
            rd = instruction[8:6];
            immediate = instruction[5:0];
            jmp_addr = 8'b00000000;
        end
    end
endmodule
File: flow/run.sh
#!/bin/bash
# OpenROAD 26Q1-2900-gdf79404cd8, Yosys 0.63+post, stock flow scripts
make -C /OpenROAD-flow-scripts/flow DESIGN_CONFIG=/design/flow/config.mk WORK_HOME=/design/flow/orfs finish
File: flow/config.mk
export PLATFORM = sky130hd
export DESIGN_NAME = instruction_decoder
export DESIGN_NICKNAME = instruction_decoder
export VERILOG_FILES = /design/flow/design.v
export SDC_FILE = /design/flow/constraint.sdc
export NUM_CORES = 4
export LEC_CHECK = 1
export CORE_AREA = 10 10 70 70
export DIE_AREA = 0 0 80 80
File: flow/constraint.sdc
current_design instruction_decoder

set clk_period 1.5
set clk_io_pct 0.2

create_clock -name clk0 -period $clk_period

set non_clock_inputs [all_inputs -no_clocks]
set_input_delay [expr $clk_period * $clk_io_pct] -clock clk0 $non_clock_inputs
set_output_delay [expr $clk_period * $clk_io_pct] -clock clk0 [all_outputs]
==> impl_metrics.xml <==
<?xml version="1.0" encoding="UTF-8"?>
<metrics>
  <group name="global_routing">
    <metric name="globalRoute.totalOverflow" unit="">0</metric>
    <metric name="track_usage" unit="%">4.826</metric>
    <metric name="grt_start_max_net_pins" unit="">11</metric>
    <metric name="grt_first_pass_wirelength" unit="um">2553</metric>
    <metric name="grt_antenna_before_repair" unit="">0</metric>
    <metric name="first_global_vias" unit="">521</metric>
  </group>
  <group name="layout">
    <metric name="final_cell_area" unit="um^2">969.7</metric>
    <metric name="nClkBuffers" unit="">0</metric>
    <metric name="drive_gt1_share" unit="%">48.15</metric>
    <metric name="synthToLayoutAreaGrowth" unit="%">200.4</metric>
    <metric name="final-seq-area" unit="um^2">0</metric>
    <metric name="seq_cells" unit="">0</metric>
  </group>
  <group name="floorplanning">
    <metric name="std_cell_rows" unit="">21</metric>
    <metric name="fp.coreArea" unit="mm^2">0.003416</metric>
    <metric name="floorplan.die.width" unit="um">80</metric>
    <metric name="chip_area" unit="mm^2">0.006400</metric>
    <metric name="die_height" unit="um">80</metric>
    <metric name="floorplanUtilization" unit="%">9.451</metric>
    <metric name="ios" unit="">43</metric>
  </group>
  <group name="hold_path">
    <metric name="hold-path-cell-count" unit="">4</metric>
    <metric name="holdCritPathClass" unit="">input pin to output port</metric>
  </group>
  <group name="routing">
    <metric name="initialDrtViolationCount" unit="">26</metric>
    <metric name="vias_per_cell" unit="">3.610</metric>
    <metric name="via_count" unit="">556</metric>
    <metric name="drc" unit="">0</metric>
    <metric name="route.detailed.wl_per_inst" unit="um">11.42</metric>
    <metric name="final_antenna_net_count" unit="">0</metric>
    <metric name="wire_length_reported_by_the_detailed_router" unit="um">1759</metric>
    <metric name="detail_route.antenna_diodes" unit="">0</metric>
    <metric name="drt-pass1-iter-count" unit="">3</metric>
  </group>
  <group name="synth">
    <metric name="post_synth_inst_count" unit="">52</metric>
    <metric name="synth.comb.largest_family" unit="">simple AND/OR/NAND/NOR gates</metric>
    <metric name="postSynthAreaPerCell" unit="um^2">6.208</metric>
    <metric name="yosys_reported_design_area_after_synthesis" unit="um^2">322.8</metric>
    <metric name="top_area_cell" unit="">sky130_fd_sc_hd__and2_1</metric>
    <metric name="cells_in_synth_stat_txt" unit="">52</metric>
    <metric name="ys_sh_aoi" unit="%">31.40</metric>
    <metric name="post-synth-top-area-fraction" unit="%">21.32</metric>
    <metric name="yosys_warning_total" unit="">1</metric>
    <metric name="synth.top_cells.by_area" unit="">sky130_fd_sc_hd__and2_1 21%, sky130_fd_sc_hd__a21boi_0 14%, sky130_fd_sc_hd__buf_4 12%, sky130_fd_sc_hd__a21oi_1 11%, sky130_fd_sc_hd__or2_2 7.8%</metric>
    <metric name="tally_of_unique_sky130hd_cells_used_after_synthesis" unit="">16</metric>
    <metric name="post_synthesis_simple_gate_area_fraction" unit="%">53.49</metric>
    <metric name="ys_sh_mux" unit="%">0</metric>
    <metric name="synth_sequential_area_ratio" unit="%">0</metric>
    <metric name="post_synth_instance_area" unit="um^2">322.8</metric>
    <metric name="ys_sh_adder" unit="%">0</metric>
    <metric name="post_synth_xor_area_fraction" unit="%">0</metric>
  </group>
  <group name="setup_path">
    <metric name="cells_along_the_critical_path" unit="">buf_12 -&gt; nor2b_2 -&gt; o21ai_2 -&gt; buf_4 -&gt; a21boi_1 -&gt; clkdlybuf4s15_1</metric>
    <metric name="timing.setup.critical_path_class" unit="">input pin to output port</metric>
    <metric name="crit_path_start_kind" unit="">input pin</metric>
    <metric name="endpoint_kind" unit="">output port</metric>
    <metric name="worst_path_largest_cell_delay" unit="ns">0.19</metric>
    <metric name="path_max_fanout" unit="">7</metric>
    <metric name="cp_top_family" unit="">buffers and inverters</metric>
    <metric name="crit_path_top_delay_cell" unit="">sky130_fd_sc_hd__o21ai_2</metric>
    <metric name="critPathBufInv" unit="">3</metric>
    <metric name="data_required_critical_path" unit="ns">1.20</metric>
    <metric name="worst-endpoint-arrival" unit="ns">1.16</metric>
    <metric name="critical_path_cell_count" unit="">6</metric>
  </group>
  <group name="clock_network">
    <metric name="cts_hold_repair.buffers" unit="">0</metric>
  </group>
  <group name="timing">
    <metric name="worst_pin_slew" unit="ns">0.1830</metric>
    <metric name="fmax" unit="GHz">0.6860</metric>
    <metric name="final_max_slew_violation_tally" unit="">0</metric>
    <metric name="slew_headroom" unit="%">87.80</metric>
    <metric name="finalSetupViolations" unit="">0</metric>
    <metric name="finalWorstPathRequiredPeriod" unit="ns">1.458</metric>
    <metric name="postLayoutSetupSlackWorst" unit="ns">0.04233</metric>
    <metric name="final-hold-violation-count" unit="">0</metric>
    <metric name="timing.final.crit_share" unit="%">97.18</metric>
  </group>
  <group name="power">
    <metric name="vdd_drop_max" unit="mV">0.07713</metric>
    <metric name="power.leakage" unit="nW">0.4853</metric>
    <metric name="cellPowerDensity" unit="mW/mm^2">241.1</metric>
  </group>
  <group name="placed_design">
    <metric name="pre_cts_ws" unit="ns">-0.7521</metric>
    <metric name="place_area" unit="um^2">837.1</metric>
    <metric name="dp_hpwl" unit="um">1481</metric>
    <metric name="gp_congestion" unit="">0.7459</metric>
    <metric name="port-buffer-count" unit="">43</metric>
  </group>
  <group name="job">
    <metric name="log.warning_count" unit="">33</metric>
    <metric name="drv_cap" unit="">0</metric>
  </group>
  <group name="status">
    <metric name="run_status" unit="">finished clean</metric>
  </group>
</metrics>
## cells in the mapped netlist
library cell,number
sky130_fd_sc_hd__a21oi_2,1
sky130_fd_sc_hd__nor2b_1,3
sky130_fd_sc_hd__nor3_1,3
sky130_fd_sc_hd__nand2_1,1
sky130_fd_sc_hd__nor2_1,4
sky130_fd_sc_hd__a21oi_1,7
sky130_fd_sc_hd__a21boi_0,6
sky130_fd_sc_hd__or2_0,2
sky130_fd_sc_hd__and2b_1,1
sky130_fd_sc_hd__nand2_2,1
sky130_fd_sc_hd__buf_4,5
sky130_fd_sc_hd__o21ai_1,1
sky130_fd_sc_hd__and2_1,11
sky130_fd_sc_hd__or2_2,4
sky130_fd_sc_hd__o21a_1,1
sky130_fd_sc_hd__buf_6,1
## layer usage
| metal | routed length [um] | vias to the layer above | global-route usage, % |
|---|---|---|---|
| met5 | 0 | - | 0 |
| met4 | 0 | 0 | 0 |
| met3 | 196 | 0 | 1.477 |
| met2 | 793 | 24 | 8.427 |
| met1 | 770 | 247 | 5.999 |
| li1 | - | 285 | - |
## cell usage in the layout, fill, tap and decap left out, types with 3 or more instances in the layout
cell type	instances
sky130_fd_sc_hd__buf_4	17
sky130_fd_sc_hd__and2_4	4
sky130_fd_sc_hd__dlygate4sd2_1	20
sky130_fd_sc_hd__or2_4	3
sky130_fd_sc_hd__nor2_1	3
sky130_fd_sc_hd__clkdlybuf4s15_1	3
sky130_fd_sc_hd__clkdlybuf4s50_1	8
sky130_fd_sc_hd__clkbuf_2	4
sky130_fd_sc_hd__a21oi_2	6
sky130_fd_sc_hd__and2_1	7
sky130_fd_sc_hd__a21boi_1	5
sky130_fd_sc_hd__buf_6	3
## power breakdown
part	internal, mW	total, mW	switching [mW]
Clock	0	0	0
Sequential	0	0	0
Combinational	0.153	0.234	0.0806
## logic make-up (layout without fill, tap and decap cells)
logic type             after synthesis  after routing
AND/OR/NAND/NOR                     30             30
AND-OR/OR-AND                       16             16
buffers and inverters                6             62
## timing repair
item	4_1_cts	5_1_grt
buffers inserted	6	3
endpoints found under the setup margin	27	6
pin swaps	13	3
endpoints found under the hold margin	0	0
gates resized	89	18
## final cells by class
cell class         instances  area [um^2]
fillers                  372         2446
multi-input cells         46        360.3
well taps                 46        57.56
repair buffers            62        551.8
## path summary, 6_finish.rpt
check | start | endpoint | slack [ns]
worst max-delay path | instruction[15] | immediate[1] | 0.04
worst min-delay path | instruction[13] | rd[1] | 0.99
## metrics by stage
| stage | power, mW | util (%) | std cells | TNS (ns) | hold slack, ns |
|---|---|---|---|---|---|
| 6_report | 0.2338 | 28.39 | 154 | 0 | 0.9943 |
| 5_1_grt | 0.2565 | 28.39 | 154 | -0.009810 | 1.024 |
| 4_1_cts | 0.2259 | 27.40 | 151 | -0.3457 | 0.9893 |
| 3_5_place_dp | 0.2121 | 24.51 | 145 | -17.54 | 1.517 |
| 3_3_place_gp | 0.2125 | 24.51 | 145 | -17.29 | 1.518 |
| 2_1_floorplan | 0.05637 | - | 52 | 0 | 0.6630 |
Power figures rest on the tool's default switching activity, not on a simulated workload.
